$ cat ./design.v
module lcd_sync (
	input			rst,
	input	[23:0]	lcd_data_i,
	input			lcd_pclk_i,
	input			lcd_vsync_i,
	input			lcd_hsync_i,
	input			lcd_de_i,
	output			lcd_clk_o,
	output	[11:0]	lcd_x_o,
	output	[11:0]	lcd_y_o,
	output	[23:0]	lcd_data_o,
	output			lcd_data_valid_o
);
reg		[11:0]	lcd_x_q;
reg		[11:0]	lcd_y_q;
reg		[23:0]	lcd_data_q;
reg				lcd_hsync_q;
reg				lcd_vsync_q;
reg				lcd_de_q;
assign			lcd_clk_o = lcd_pclk_i;
assign			lcd_x_o = lcd_x_q;
assign			lcd_y_o = lcd_y_q;
assign			lcd_data_o = lcd_data_q;
assign			lcd_data_valid_o = lcd_de_q;
wire			lcd_hsync_end = (lcd_hsync_i == 0) && (lcd_hsync_q == 1);
wire			lcd_vsync_end = (lcd_vsync_i == 1) && (lcd_vsync_q == 0);
always @(posedge lcd_pclk_i) begin
	if (rst) begin
		lcd_x_q <= 0;
		lcd_y_q <= 0;
		lcd_data_q <= 0;
		lcd_hsync_q <= 0;
		lcd_vsync_q <= 0;
		lcd_de_q <= 0;
	end
	else begin
		lcd_hsync_q <= lcd_hsync_i;
		lcd_vsync_q <= lcd_vsync_i;
		lcd_de_q <= lcd_de_i;
		if (lcd_de_i) begin
			lcd_data_q <= lcd_data_i;
		end else begin
			lcd_data_q <= 0;
		end
		if (lcd_vsync_end) begin
			lcd_y_q <= 0;
		end else begin
			if (lcd_hsync_end) begin
				lcd_y_q <= lcd_y_q + 12'h1;
			end
		end
		if (lcd_hsync_end) begin
			lcd_x_q <= 0;
		end else begin
			if (lcd_de_q) begin
				lcd_x_q <= lcd_x_q + 12'h1;
			end
		end
	end
end
endmodule
$ cat ./constraint.sdc
current_design lcd_sync

set clk_period 3.5
set clk_io_pct 0.2

create_clock -name clk0 -period $clk_period [get_ports {lcd_pclk_i}]

set non_clock_inputs [all_inputs -no_clocks]
set_input_delay [expr $clk_period * $clk_io_pct] -clock clk0 $non_clock_inputs
set_output_delay [expr $clk_period * $clk_io_pct] -clock clk0 [all_outputs]
$ cat ./run.sh
#!/bin/bash
# OpenROAD 26Q1-2900-gdf79404cd8, Yosys 0.63+post, stock flow scripts
make -C /OpenROAD-flow-scripts/flow DESIGN_CONFIG=/design/flow/config.mk WORK_HOME=/design/flow/orfs finish
$ cat ./config.mk
export PLATFORM = sky130hd
export DESIGN_NAME = lcd_sync
export DESIGN_NICKNAME = lcd_sync
export VERILOG_FILES = /design/flow/design.v
export SDC_FILE = /design/flow/constraint.sdc
export NUM_CORES = 4
export LEC_CHECK = 1
export CORE_UTILIZATION = 30
==> out/highlights.md <==
• outcome: complete, no violations
• total count of hold-check failures in the final report: 0
• Chip Height: 79.4 um
• worst endpoint required time: 2.80 ns
• DIE AREA: 6300 sq um
• area of the core: 5640 sq um
• FF+latch area: 1020 sq um
• cells after synthesis: 175
• area delta synth->final: 53.9%
• Cell Pwr Density: 403 nW/um^2
• unrepaired setup endpoints after global routing: false
• Data arrival, critical path: 2.37 ns
• GRT Resource Usage Total: 12.6%
• crit path kind: clock port to primary output
• Mapped Avg Cell Area: 10.3 sq um
• worst skew pair latency: 0.39 ns
• horizontal die dimension: 79.4 um
• placer's final routability congestion estimate: 0.733
• instance area after placement: 2630 sq um
• Hold WC Path Type: register to register
• main flop type after synthesis: dfxtp_1
• setup bufs post-CTS: 0
• Yosys top cell area share: 56.9%
• max capacitance violation total: 0
• First DRT Iteration DRCs: 61
• post-layout util: 49.0%
• startpoint types: clock port
• Max Clock Skew: 0.00416 ns
• DRC violation count after routing: 0
• number of standard cells reported by yosys: 175
• FP Rows: 27
• Resized cells post-CTS: 0
• largest net degree at the start of global routing: 26
• 1st-pass router iterations: 4
• final routed wirelength across all metal layers: 3550 um
• Seq share, synth: 56.9%
• first-pass GRT wire length: 6000 um
• # port buffers: 78
• hold buffer count at CTS: 0
• Setup Viol. Count Final: 0
• comb. cell area: 723 sq um
• share of post-route cells with drive strength above 1: 6.23%
• number of global-route vias before repair: 1348
• area of the mapped netlist: 1800 sq um
• CTS clk-pin slew, worst paths: 0.09 ns
• GRT overflow: 0
• number of pins with negative max-slew slack in the final report: 0
• Total Neg Setup Slack: 0 ns
• largest area contributor in the synthesized netlist: dfxtp_1
• count of fill cells added during filler insertion: 524
• tally of yosys warning messages: 1
• post-layout power: 1.11 mW
• crit path max fanout: 2
• number of antenna violations at the first check in global routing: 0
• Antenna Nets Post-Route: 0
• share of flip-flops with an asynchronous set or reset after synthesis: 0%
• number of distinct library cells after synthesis: 30
• top cells, area: dfxtp_1, and2_1, xor2_1
• # diodes: 0
• total I/O pin count: 79
• Crit. End Element: primary output
• synthesis area per yosys: 1800 sq um
• transition time of the tightest slew-check pin: 0.405 ns
• Init Core Util: 31.8%
• Layout Cell Area excl Fill: 2760 sq um
• worst slew slack as a fraction of its limit: 73.0%
• number of register bits inferred by synthesis: 51
• number of vias after detailed routing: 1383
• tool warnings: 26
• worst vdd ir: 182 uV
• detail-routed via count per cell: 4.20
• average wire length per cell after detail routing: 10.8 um
• DP Wirelength: 2540 um
• CTS tree: done
• Leak: 1.01 nW
• post-synth tally of flip-flops with integrated enable: 0
[flip-flops by register name (all words and copies together), names as in the netlist]
register	flops
lcd_data_q	24
lcd_x_q	12
lcd_y_q	12
lcd_de_q	1
lcd_hsync_q	1
lcd_vsync_q	1
[cells by family (layout without fill, tap and decap cells)]
family                     Yosys count  after routing  synth area share, %
and+or+nand+nor                     85             85                 26.5
xor gates and xnor gates            20             20                 9.76
AOI/OAI and AO/OA                    5              5                 1.53
buffers and inverters               10             92                 2.86
DFF                                 51             51                 56.9
muxes                                2              2                 1.12
adders and majority gates            2              2                 1.39
[cell usage after synthesis, types with 2 or more instances]
cell type and instances:
inv_1 3, nor2_1 22, xnor2_1 8, nor2b_1 4
clkbuf_1 3, nand4_1 6, a21oi_1 2, and2_1 25
o21ai_0 2, nand3_1 7, dfxtp_1 51, xor2_1 12
mux2i_1 2, nor3_1 5, nand2_1 6, ha_1 2
or3_1 2
[metrics by stage]
stage | hold slack (ns) | cells | setup slack [ns]
2_1_floorplan | 0.443 | 175 | 0.952
3_3_place_gp | 0.468 | 319 | 0.683
3_5_place_dp | 0.478 | 319 | 0.683
4_1_cts | 0.492 | 329 | 0.420
5_1_grt | 0.524 | 329 | 0.410
6_report | 0.489 | 329 | 0.431
[worst max-delay path: stages]
cell             delay (ns)
clkbuf_8               0.11
clkbuf_8               0.12
clkdlybuf4s50_1        0.40
[final timing paths]
check                                                end                startpoint  slack [ns]  depth (start not counted)
worst max-delay path                           lcd_clk_o                lcd_pclk_i        0.43                          3
worst min-delay path            lcd_y_q[11]$_SDFFE_PP0P_  lcd_y_q[11]$_SDFFE_PP0P_        0.49                          2
worst max register to register  lcd_y_q[11]$_SDFFE_PP0P_   lcd_y_q[2]$_SDFFE_PP0P_        2.10                          4
worst min register to register  lcd_y_q[11]$_SDFFE_PP0P_  lcd_y_q[11]$_SDFFE_PP0P_        0.49                          2
[power breakdown]
group	switching [mW]	total [mW]	internal, mW
registers	0.00697	0.601	0.594
logic	0.0190	0.0775	0.0585
clock network	0.189	0.436	0.246
[layout make-up]
| type | instances | area share [%] |
|---|---|---|
| Sequential cell | 51 | 37.0 |
| Inverter | 3 | 0.408 |
| Clock inverter | 1 | 0.181 |
| Clock buffer | 10 | 4.85 |
| Multi-Input combinational cell | 114 | 26.2 |
| Timing Repair Buffer | 78 | 28.2 |
| Tap cell | 72 | 3.26 |
[cells in the final DEF (no fill, tap or decap), types with 2 or more instances in the layout]
master / n
clkdlybuf4s50_1: 78
dfxtp_1: 51
and2_1: 25
nor2_1: 22
xor2_1: 12
clkbuf_8: 9
xnor2_1: 8
nand3_1: 7
nand4_1: 6
nand2_1: 6
nor3_1: 5
nor2b_1: 4
inv_1: 3
o21ai_0: 2
or3_1: 2
a21oi_1: 2
mux2i_1: 2
ha_1: 2
[metal layers]
metal  up-vias  global-route usage, %  share of wire [%]
met3         4                   5.83                9.6
met2        47                   19.1                 45
li1        729                      -                  -
met5         -                      0                  0
met1       603                   16.8                 44
met4         0                   2.18                1.2
No activity file was given, so power comes from the tool's default toggle rates.
