### ./design.v
module por (
	input			clk,
	output	reg		rst
);
reg	[31:0]	counter;
always @(posedge clk) begin
	if (counter < 32'hffffff) begin
		rst <= 1;
		counter <= counter + 1;
	end
	else begin
		rst <= 0;
	end
end
endmodule
### ./run.sh
#!/bin/bash
# OpenROAD 26Q1-2900-gdf79404cd8, Yosys 0.63+post, stock flow scripts
make -C /OpenROAD-flow-scripts/flow DESIGN_CONFIG=/design/flow/config.mk WORK_HOME=/design/flow/orfs finish
### ./config.mk
export PLATFORM = sky130hd
export DESIGN_NAME = por
export DESIGN_NICKNAME = por
export VERILOG_FILES = /design/flow/design.v
export SDC_FILE = /design/flow/constraint.sdc
export NUM_CORES = 4
export LEC_CHECK = 1
export CORE_UTILIZATION = 30
### ./constraint.sdc
current_design por

set clk_period 5.6
set clk_io_pct 0.2

create_clock -name clk0 -period $clk_period [get_ports {clk}]

set non_clock_inputs [all_inputs -no_clocks]
set_input_delay [expr $clk_period * $clk_io_pct] -clock clk0 $non_clock_inputs
set_output_delay [expr $clk_period * $clk_io_pct] -clock clk0 [all_outputs]
==> impl_metrics.ini <==
; physical design summary
[run_status]
status = finished clean

[worst_setup_path]
worstPathCellList = ha_1 > nand2_1 > nor4_2 > nor2_2 > buf_4
start_kind = register
worst_ep_required_time_ps = 5570
worst_ep_arrival_time_ps = 2430
end_kind = register
slowest_stage = nor2_2
critPathMaxStageDelay_ps = 640
rr_endpoint = counter[11]
cp_max_fo = 17
cp_top_family = simple AND/OR/NAND/NOR gates
reg2reg_slack_ps = 3140
r2r_start = counter[0]
rr_worst_depth = 5
path_buffers = 1
critical_path_class = register to register

[routing]
first_iter_violations = 40
wire_per_inst_um = 12.3
diodes = 0
dr_wl_met3_um = 106
wl_met1_um = 1310
routed_wl_um = 2590
via_per_inst = 4.84
drtPass1Iterations = 4
drcViolationCount = 0
top_layer = met4
vias = 1021
route.met2.wl_um = 1130
antenna_left = 0

[hold_path]
hp-class = register to register
whs_path_depth = 1
holdPathEnd = counter[15]
hp-start = counter[15]

[floorplan]
fp_util_pct = 31.5
fp.coreArea_um2 = 5170
die_area_um2 = 5730
die_h_um = 75.7
ioPinCount = 2
die_width_um = 75.7
num_rows = 26

[placed_design]
placedCellCount = 203
portBuffers = 1
place.gp.congestion = 0.822
dpl.hpwl_um = 1810

[flow_run]
warning_count = 25
maxCapViolations = 0

[finish]
final_cell_mix = edfxtp_1, xnor2_1, xor2_1
fin_cells = 211
drive_gt1_share_pct = 7.80
final_common_cell = edfxtp_1
synthToLayoutAreaGrowth_pct = 12.7

[grt]
gr-total-overflow = 0
grt_max_degree = 18
grt_util_all_layers_pct = 10.3
grt_pass1_vias = 952
antenna_found_initial = 0
grt_pass1_wl_um = 4390

[synthesis]
yosys_area_um2 = 1630
synth_cells = 132
synthTopCellsByArea = edfxtp_1, xnor2_1, xor2_1, nand4_1, nand2_1
synth_seq_share_pct = 60.2
synth-cells-yosys = 132
top_cell_area_share_pct = 59.0
ys_warn_count = 1
synth_top_cell_by_area = edfxtp_1
ys.flops = 33
syn_area_per_cell_um2 = 12.3
synthDistinctLibCells = 20
syn_area_um2 = 1630

[timing]
max_freq_mhz = 407
whs_ps = 599
max_slew_margin_pct = 47.0
drv_slew = 0
timing.final.crit_share_pct = 43.9
period_minus_slack_ps = 2460
setup_tns_ps = 0
finClkSkew_ps = 6.34
hold_viol_final = 0
rsz0062_at_grt = false
finalSetupViolCount = 0
tightestPinTransition_ps = 788

[cts]
post_cts_buffers = 0
cts_buffers = 5
cts.path.max_buffers = 2
cts_tree = yes
cts_resized = 0
path_clk_slew_ps = 70
clock_latency_ps = 280
cts_sinks = 33
root_buffer = clkbuf_8
htreeDepth = 2
cts_hold_buf = 0

[power]
ir_worst_vdd_mv = 0.151
p_leak_nw = 0.673
power_density_nw_per_um2 = 262
-- how the worst max path moves through the flow --
| stage | start | end | slack (ps) | cells after the start |
|---|---|---|---|---|
| CTS | counter[0] | counter[14] | 3130 | 5 |
| global route | counter[0] | counter[11] | 2960 | 5 |
| finish | counter[0] | counter[11] | 3140 | 5 |
-- through the flow --
stage	cell area [um^2]	util, %	power, mW	worst slack (ps)
2_1_floorplan	1630	-	0.272	2810
3_3_place_gp	1730	33.4	0.272	3250
3_5_place_dp	1730	33.4	0.272	3170
4_1_cts	1840	35.5	0.486	3130
5_1_grt	1840	35.5	0.497	2960
6_report	1840	35.5	0.481	3140
-- routing by layer --
metal	vias up	track usage (%)
met5	-	0
met4	0	2.06
met1	488	15.8
li1	509	-
met2	17	15.4
met3	7	3.08
-- sequential cells by signal (all words and copies together), names as in the netlist --
signal / cells
counter: 32
rst: 1
-- worst register-to-register path: stages (launching register included) --
cell	delay [ps]
edfxtp_1	480
ha_1	320
nand2_1	220
nor4_2	110
nor2_2	640
buf_4	370
-- kinds of logic after synthesis --
| kind of cell | Yosys count | synth area share (%) |
|---|---|---|
| adder cells (fa/ha/maj) | 1 | 0.768 |
| flip-flops | 33 | 60.2 |
| AND/OR/NAND/NOR | 63 | 21.3 |
| XOR/XNOR | 30 | 16.1 |
| buffers and inverters | 5 | 1.61 |
-- Yosys cell counts --
| cell | n |
|---|---|
| and3_1 | 2 |
| and4_1 | 3 |
| and4b_1 | 1 |
| buf_6 | 1 |
| dfxtp_1 | 1 |
| edfxtp_1 | 32 |
| ha_1 | 1 |
| inv_1 | 4 |
| nand2_1 | 13 |
| nand3_1 | 8 |
| nand4_1 | 10 |
| nand4_2 | 1 |
| nor2_1 | 9 |
| nor3_1 | 6 |
| nor4_1 | 7 |
| nor4_2 | 1 |
| or3_1 | 1 |
| or4_1 | 1 |
| xnor2_1 | 16 |
| xor2_1 | 14 |
-- power by group --
group	total [mW]	switching (mW)	internal, mW
sequential	0.266	0	0.266
clock	0.214	0.0835	0.131
combinational	0.000000241	0	0
-- final cells by class --
| class | instances | area [um^2] |
|---|---|---|
| tap | 70 | 87.6 |
| multi-input combinational | 94 | 624 |
| clock inverter | 3 | 41.3 |
| clock buffer | 5 | 68.8 |
| timing repair buffer | 2 | 17.5 |
| inverter | 4 | 15.0 |
| sequential | 33 | 981 |
| fill | 496 | 3340 |
Power figures rest on the tool's default switching activity, not on a simulated workload.
