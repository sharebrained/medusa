<file path="/design/flow/config.mk">
export PLATFORM = sky130hd
export DESIGN_NAME = pixel_ram
export DESIGN_NICKNAME = pixel_ram
export VERILOG_FILES = /design/flow/design.v
export SDC_FILE = /design/flow/constraint.sdc
export NUM_CORES = 4
export LEC_CHECK = 1
export CORE_UTILIZATION = 40
export SYNTH_MEMORY_MAX_BITS = 65536
</file>
<file path="/design/flow/constraint.sdc">
current_design pixel_ram

set clk_period 5.0
set clk_io_pct 0.2

create_clock -name clk0 -period $clk_period [get_ports {clk_a}]
create_clock -name clk1 -period $clk_period [get_ports {clk_b}]

set non_clock_inputs [all_inputs -no_clocks]
set_input_delay [expr $clk_period * $clk_io_pct] -clock clk0 $non_clock_inputs
set_output_delay [expr $clk_period * $clk_io_pct] -clock clk0 [all_outputs]
</file>
<file path="/design/flow/design.v">
module pixel_ram
#(parameter DATA_WIDTH=24, parameter ADDR_WIDTH=9)
(
	input [(DATA_WIDTH-1):0] data_a,
	input [(ADDR_WIDTH-1):0] addr_a, addr_b,
	input we_a, clk_a, clk_b,
	output reg [(DATA_WIDTH-1):0] q_b
);
	reg [DATA_WIDTH-1:0] ram[2**ADDR_WIDTH-1:0];
	always @ (posedge clk_a)
	begin
		if (we_a) 
			ram[addr_a] <= data_a;
	end
	always @ (posedge clk_b)
	begin
		q_b <= ram[addr_b];
	end
endmodule
</file>
<file path="/design/flow/run.sh">
#!/bin/bash
# OpenROAD 26Q1-2900-gdf79404cd8, Yosys 0.63+post, stock flow scripts
make -C /OpenROAD-flow-scripts/flow DESIGN_CONFIG=/design/flow/config.mk WORK_HOME=/design/flow/orfs finish
</file>
==> results.py <==
# Physical implementation metrics
metrics = {
    "drt": {
        "vias": 245000,
        "wl_per_cell_um": 35.4,
        "drc": 0,
        "ant_nets": 0,
        "vias_per_cell": 5.84,
        "dr.pass1.iters": 8,
        "drt_iter0_drc": 17000,
        "wl_mm": 1480,
    },
    "global_route": {
        "grt_max_degree": 118,
        "antenna_found_initial": 119,
        "grt_overflow_total": 0,
        "first_global_vias": 262000,
        "grtUsageTotal_pct": 27.2,
        "grt_pass1_wl_mm": 2050,
    },
    "floorplanning": {
        "die_h_mm": 1.09,
        "chipArea_um2": 1200000,
        "rows": 400,
        "ios": 69,
        "core_um2": 1190000,
        "initial_utilization_pct": 40.2,
        "die_w_mm": 1.09,
    },
    "finish": {
        "drive_gt1_share_pct": 25.5,
        "n_fill_cell": 95500,
        "layoutNonFillerInstCount": 41900,
        "syn2layout_area_growth_pct": 15.5,
        "final-comb-area_um2": 100000,
        "regArea_um2": 369000,
    },
    "yosys": {
        "top_cells_by_area": "edfxtp_1 (77%), mux4_2 (9.4%), mux2i_1 (4.8%)",
        "synth_warnings": 1,
        "fa_ha_area_share_pct": 0,
        "netlist_area_um2": 477000,
        "synth.comb.largest_family": "multiplexers",
        "synth_cells": 22800,
        "ys_seq_share_pct": 77.4,
        "edf_count": 12300,
        "numSynthFlops": 12300,
        "synth.distinct_cells": 95,
        "yosys-stat-cells": 22800,
        "ys_area_um2": 477000,
        "flop_cell": "edfxtp_1",
        "ys_sh_xor_pct": 0,
        "yosysTopAreaCell": "edfxtp_1",
        "avgSynthCellArea_um2": 20.9,
        "ys_sh_mux_pct": 14.6,
        "synth_top_area_share_pct": 77.3,
        "ys_sh_simple_pct": 1.71,
        "ys_sh_aoi_pct": 4.20,
        "async_reset_ff_share_pct": 0,
    },
    "clock_tree": {
        "cts_tree": "done",
        "cts_num_sinks": 12300,
        "cts_setup_buffers": 0,
        "clkTransAtPathRegs_ps": 160,
        "ctsHoldBuffers": 0,
    },
    "worst_setup_path": {
        "cp_max_fo": 20,
        "end_kind": "register",
        "critPathKind": "primary input to register",
        "required_ps": 5340,
        "critPathLaunchType": "primary input",
        "crit_arrival_ps": 5570,
    },
    "timing": {
        "slew_viol_final": 8,
        "tns_ps": -228,
        "final.setup.worst_slack_ps": -228,
        "worstMarginPinSlew_ps": 1530,
        "hold_viol": 0,
        "setup_violations": 1,
        "slew_headroom_pct": -2.66,
    },
    "power_and_ir_drop": {
        "irDropWorstVdd_uv": 280,
        "static-leakage-power_nw": 177,
        "power_density_nw_per_um2": 393,
    },
    "run_status": {
        "status": "complete, but fails checks",
        "violations": "max-capacitance violations, max-slew violations, negative setup slack",
    },
    "run": {
        "maxCapViolCount": 2,
        "warnings": 90,
    },
    "placed_design": {
        "place.detailed.hpwl_mm": 924,
        "dp.cells": 39500,
        "place_ws_ps": -1080,
        "gp_congestion": 0.935,
        "io_buffers": 67,
    },
    "worst_hold_path": {
        "hold_class": "primary input to register",
    },
}
[registers in the layout, indices dropped and copies added (netlist names)]
register / count
ram: 12288
q_b: 24
[per-stage QoR]
| step | power [mW] | utilization [%] | hold slack (ps) | area [um2] |
|---|---|---|---|---|
| 2_1_floorplan | 121 | - | 860 | 477000 |
| 3_5_place_dp | 128 | 43.1 | 1080 | 512000 |
| 4_1_cts | 217 | 46.4 | 153 | 551000 |
| 6_report | 216 | 46.4 | 185 | 551000 |
| 3_3_place_gp | 128 | 43.1 | 1090 | 512000 |
| 5_1_grt | 222 | 46.4 | 212 | 551000 |
[logic make-up after synthesis]
group / Yosys count
compound gates: 2889
mux: 4392
flops: 12300
simple gates: 1809
buf+inv: 1395
[Yosys cell counts, types with 56 or more instances]
library cell,n
edfxtp_1,12300
mux2i_1,2310
mux4_2,1993
nor2_1,782
o221ai_1,781
o22ai_1,581
a21oi_1,562
clkbuf_1,476
nand2_1,367
buf_2,289
o21ai_0,273
buf_6,236
nor3_1,235
buf_4,136
a31oi_1,127
nand3_1,114
a22oi_1,101
buf_1,93
buf_12,79
a211oi_1,78
nor4_1,75
buf_8,66
nand4_1,56
[metal layers]
metal	GRT usage (%)	vias to the layer above	part of all wire, %
met5	4.74	-	0.60
met4	10.4	213	5.0
met3	26.6	2881	22
met2	36.8	18200	44
met1	28.3	123000	28
li1	-	101000	-
[repair_timing]
item / CTS / global route
resized: 11 / 5
pin swaps: 2 / 2
setup endpoints to repair: 6 / 6
[worst paths after layout]
| path | startpoint | endpoint | slack, ps | cells past startpoint |
|---|---|---|---|---|
| max | addr_b[5] | q_b[10] | -230 | 11 |
| min reg2reg | ram[250][1] | q_b[1] | 1850 | 5 |
| max in group clk0 | addr_a[6] | ram[202][22] | 1390 | 7 |
| min | data_a[16] | ram[500][16] | 180 | 1 |
| max reg2reg | ram[505][19] | q_b[19] | 730 | 9 |
| min in group clk1 | addr_b[7] | q_b[18] | 1560 | 3 |
[cell usage in the layout (no fill, tap or decap), drive strengths merged, types with 96 or more instances in the layout]
master	netlist	routed
nand2	369	369
mux4	2030	2030
o21ai	310	310
clkinv	2	519
clkbuf	491	1492
edfxtp	12300	12300
nor2	784	784
o221ai	796	796
a22oi	101	101
a31oi	127	127
mux2i	2310	2310
buf	899	2210
diode	0	184
nand3	114	114
o22ai	581	581
nor3	236	236
bufinv	0	96
a21oi	562	562
[final cells by class]
| cell class | count | share of cell area (%) |
|---|---|---|
| well taps | 15900 | 3.61 |
| clock buffers | 1492 | 5.90 |
| flip-flops and latches | 12300 | 67.0 |
| diodes | 184 | 0.0836 |
| repair buffers | 2245 | 4.00 |
| inverters | 3 | 0.00568 |
| multi-input cells | 9090 | 18.2 |
| clock inverters | 692 | 1.17 |
[critical path, cell delays in order]
cell and delay [ps]:
buf_4 440, buf_4 330, nand2b_1 550, nor3_2 100, buf_4 250, a22oi_1 610, a22o_1 230, buf_4 270
o21ai_0 160, nor3_1 1170, and4_1 370
[report_power, final]
part,internal [mW],switching [mW],leakage [nW]
logic,3.94,8.09,47.1
clock network,51.4,39.1,19.0
registers,114,0.244,111
Power figures rest on the tool's default switching activity, not on a simulated workload.
